<file path="/design/flow/design.v">
`default_nettype none  
module sine_generator (
  input wire clk_in,
  input wire rst_in,  
  input wire step_in,  
  output logic signed [15:0] amp_out);  
  parameter STEP_FREQ = 100_000_000;  
  parameter FREQUENCY = 10_000_000;  
  parameter PHASE = 90;  
  localparam CLKS_PER_CYCLE = STEP_FREQ/FREQUENCY;  
  localparam PHASE_INCR = int'(32'hFFFF_FFFF/CLKS_PER_CYCLE);
  localparam PHASE_OFFSET = int'(1.0*PHASE/360*32'hFFFF_FFFF);
  logic [31:0] phase;
  logic [31:0] lu_phase;
  logic [15:0] amp;
  logic [15:0] amp_pre;
  assign amp_pre = ({~amp[15],amp[14:0]});  
  assign amp_out = amp_pre;  
  sine_lut lut_1(.clk_in(clk_in), .rst_in(rst_in), .phase_in(lu_phase[31:26]), .amp_out(amp));
  always_ff @(posedge clk_in)begin
    lu_phase <= phase + PHASE_OFFSET;
    if (rst_in)begin
      phase <= 32'b0;
    end else if (step_in)begin
      phase <= phase+PHASE_INCR;
    end
  end
endmodule
module sine_lut(input wire [5:0] phase_in, input wire clk_in, input wire rst_in, output logic[15:0] amp_out);
  always_ff @(posedge clk_in)begin
    if (rst_in)begin
      amp_out <= 0;
    end else begin
      case(phase_in)
       6'd0: amp_out<=32768;
       6'd1: amp_out<=35979;
       6'd2: amp_out<=39160;
       6'd3: amp_out<=42279;
       6'd4: amp_out<=45307;
       6'd5: amp_out<=48214;
       6'd6: amp_out<=50972;
       6'd7: amp_out<=53555;
       6'd8: amp_out<=55938;
       6'd9: amp_out<=58097;
       6'd10: amp_out<=60013;
       6'd11: amp_out<=61666;
       6'd12: amp_out<=63041;
       6'd13: amp_out<=64124;
       6'd14: amp_out<=64905;
       6'd15: amp_out<=65377;
       6'd16: amp_out<=65535;
       6'd17: amp_out<=65377;
       6'd18: amp_out<=64905;
       6'd19: amp_out<=64124;
       6'd20: amp_out<=63041;
       6'd21: amp_out<=61666;
       6'd22: amp_out<=60013;
       6'd23: amp_out<=58097;
       6'd24: amp_out<=55938;
       6'd25: amp_out<=53555;
       6'd26: amp_out<=50972;
       6'd27: amp_out<=48214;
       6'd28: amp_out<=45307;
       6'd29: amp_out<=42279;
       6'd30: amp_out<=39160;
       6'd31: amp_out<=35979;
       6'd32: amp_out<=32768;
       6'd33: amp_out<=29556;
       6'd34: amp_out<=26375;
       6'd35: amp_out<=23256;
       6'd36: amp_out<=20228;
       6'd37: amp_out<=17321;
       6'd38: amp_out<=14563;
       6'd39: amp_out<=11980;
       6'd40: amp_out<=9597;
       6'd41: amp_out<=7438;
       6'd42: amp_out<=5522;
       6'd43: amp_out<=3869;
       6'd44: amp_out<=2494;
       6'd45: amp_out<=1411;
       6'd46: amp_out<=630;
       6'd47: amp_out<=158;
       6'd48: amp_out<=0;
       6'd49: amp_out<=158;
       6'd50: amp_out<=630;
       6'd51: amp_out<=1411;
       6'd52: amp_out<=2494;
       6'd53: amp_out<=3869;
       6'd54: amp_out<=5522;
       6'd55: amp_out<=7438;
       6'd56: amp_out<=9597;
       6'd57: amp_out<=11980;
       6'd58: amp_out<=14563;
       6'd59: amp_out<=17321;
       6'd60: amp_out<=20228;
       6'd61: amp_out<=23256;
       6'd62: amp_out<=26375;
       6'd63: amp_out<=29556;
     endcase
   end
  end
endmodule
`default_nettype wire
</file>
<file path="/design/flow/run.sh">
#!/bin/bash
# OpenROAD 26Q1-2900-gdf79404cd8, Yosys 0.63+post, stock flow scripts
make -C /OpenROAD-flow-scripts/flow DESIGN_CONFIG=/design/flow/config.mk WORK_HOME=/design/flow/orfs finish
</file>
<file path="/design/flow/config.mk">
export PLATFORM = sky130hd
export DESIGN_NAME = sine_generator
export DESIGN_NICKNAME = sine_generator
export VERILOG_FILES = /design/flow/design.v
export SDC_FILE = /design/flow/constraint.sdc
export NUM_CORES = 4
export LEC_CHECK = 1
export CORE_UTILIZATION = 30
export SYNTH_HDL_FRONTEND = slang
</file>
<file path="/design/flow/constraint.sdc">
current_design sine_generator

set clk_period 4.0
set clk_io_pct 0.2

create_clock -name clk0 -period $clk_period [get_ports {clk_in}]

set non_clock_inputs [all_inputs -no_clocks]
set_input_delay [expr $clk_period * $clk_io_pct] -clock clk0 $non_clock_inputs
set_output_delay [expr $clk_period * $clk_io_pct] -clock clk0 [all_outputs]
</file>
==> flow_summary.ini <==
; implementation run metrics
[clocking]
cts_hold_buf = 0
post_cts_resized = 0
cts_sinks = 54
h-tree-depth = 2
path_clk_slew_ps = 80
numCtsBuffers = 5
clock_path_buffers = 2
root_buffer = clkbuf_16
cts_tree = yes
post_cts.repair.setup_buffers = 0
clk_latency_ps = 310

[floorplan]
rows = 41
die_h_microns = 117.1
dieArea_sq_mm = 0.01370
core_region_area_sq_mm = 0.01277
pin_count = 19
die_w_microns = 117.1
initial_utilization = 0.3109

[detailed_routing]
insertedDiodeCount = 0
via_per_inst = 5.436
antenna_left = 0
postRouteWirelength_microns = 9976
wl_per_cell_microns = 15.09
drc = 0
first_pass_iters = 5
vias = 3593
drtIter0Drc = 293

[sta]
rsz0062_at_grt = no
max_freq_mhz = 383.3
tightest_slew_ps = 799.3
setup_viol = 0
finalHoldViolations = 0
final_max_slew_viol_count = 0
period_needed_ps = 2609
slew_headroom = 0.4666
fin_crit_sh = 0.6523
tns_ps = 0
finalWorstSetupSlack_ps = 1391
finalClockSkew_ps = 12.69

[yosys]
ff_type = dfxtp_1
ys_chip_area_sq_mm = 0.003971
ys_seq_share = 0.2722
edf_count = 0
synth.avg_cell_area_sq_um = 7.802
yosys_warnings = 0
synth_dominant_cell_count = nor2_1
yosysTopAreaCell = dfxtp_1
syn_area_sq_mm = 0.003971
netlist_instances = 509
ys_ff = 54
ys_cells = 509
topCellsByArea = dfxtp_1 (27%), nor2_1 (7.2%), a21oi_1 (5.4%)
ys_types = 66
synthTopCellsByCount = nor2_1 (76), dfxtp_1 (54), a21oi_1 (43), nand2_1 (34), o21ai_0 (30)
top_area_frac = 0.2722
synthArstFlopShare = 0

[worst_hold_path]
hold_path.class = flop to flop
min_from = phase[29]
min_to = lu_phase[29]
min_delay_path_depth = 0

[global_routing]
grtUsageTotal = 0.1534
busiest_layer = met2
overflow = 0
gr-usage-met3 = 0.03146
grt_pass1_vias = 3144
met1_usage = 0.2305
grt_pass1_wl_microns = 16290
antenna_found_initial = 0
grt_start_max_net_pins = 63
grtUsageMet2 = 0.2308

[status]
status = finished clean

[worst_setup_path]
worstPathRequired_ps = 4160
critPathKind = flop to flop
path_max_fanout = 12
max_stage_delay_ps = 570
rrSetupSlack_ps = 1390
cp_common_cell = nor2_1
cp_cell_sequence = inv_1, ha_1, nor2_1, nor2_1, mux4_2, nor2_1, a311oi_1
worst_r2r_endpoint = lut_1.amp_out[7]
crit_arrival_ps = 2770
r2r_start = lu_phase[26]
startpoint_type = flop
ff2ff_path_depth = 7
crit_slowest_cell = dfxtp_1
crit_path_end_kind = flop

[placement]
place_congestion = 0.9168
portBuffers = 18
detailed_place_hpwl_microns = 6755
dpl_worst_slack_ps = 1305
placed_area_sq_mm = 0.004134

[layout]
fillers = 1313
fin_area_sq_mm = 0.004285
drive_gt1_frac = 0.09202
area_growth_pct = 7.908

[flow_run]
openroad.warnings = 34
drv_cap = 0

[power]
p_per_area_mw_per_mm2 = 481.5
ir_drop_uv = 192.8
power_leakage_uw = 0.001488
## state kept, by name (all words and copies together), names as in the netlist
signal,cells
phase,32
lut_1.amp_out,16
lu_phase,6
## placed cells by master, fill, tap and decap left out, types with 3 or more instances in the layout
| cell | synthesis | routed |
|---|---|---|
| nand2_1 | 34 | 34 |
| o31ai_1 | 5 | 5 |
| inv_1 | 11 | 11 |
| o22ai_1 | 5 | 5 |
| nor2_1 | 76 | 76 |
| a311oi_1 | 8 | 8 |
| buf_4 | 16 | 6 |
| o21ai_0 | 30 | 30 |
| nand3_1 | 9 | 9 |
| ha_1 | 12 | 12 |
| o211ai_1 | 6 | 6 |
| xor2_1 | 10 | 10 |
| dfxtp_1 | 54 | 53 |
| a211oi_1 | 16 | 16 |
| clkbuf_16 | 0 | 5 |
| o311ai_0 | 3 | 3 |
| clkdlybuf4s50_1 | 0 | 17 |
| a21oi_1 | 43 | 43 |
| mux2_2 | 5 | 5 |
| nor3_1 | 16 | 16 |
| or3_1 | 6 | 6 |
| mux2_1 | 3 | 3 |
| xnor2_1 | 8 | 8 |
| nor2b_1 | 22 | 22 |
| nand2b_1 | 9 | 9 |
| mux4_2 | 9 | 9 |
| a31oi_1 | 9 | 9 |
| nand4_1 | 3 | 3 |
## through the flow
stage / hold WS, ps / std cells / total power (uW) / utilization
2_1_floorplan: 329.0 / 509 / 1406 / -
3_3_place_gp: 400.9 / 653 / 1597 / 0.3236
3_5_place_dp: 395.9 / 653 / 1595 / 0.3236
4_1_cts: 416.6 / 661 / 2069 / 0.3355
5_1_grt: 428.8 / 661 / 2211 / 0.3355
6_report: 410.3 / 661 / 2063 / 0.3355
## layer usage
| metal | up-vias | routed length (microns) |
|---|---|---|
| li1 | 1785 | - |
| met1 | 1682 | 4693 |
| met5 | - | 0 |
| met2 | 117 | 4397 |
| met3 | 9 | 728 |
| met4 | 0 | 157 |
## critical path: cells and delay by family (launching register included)
kind | cells | cell delay [ps]
buffers and inverters | 1 | 240
AND/OR/NAND/NOR | 3 | 660
adder cells (fa/ha/maj) | 1 | 480
AND-OR/OR-AND | 1 | 50
flip-flops | 1 | 570
multiplexers | 1 | 480
## where the power goes
part / internal, uW / switching [uW] / total (uW)
combinational: 412 / 469 / 881
sequential: 640 / 75.2 / 715
clock: 239 / 228 / 467
## area by class of cell
type / count / area, sq um / area share
flip-flops and latches: 54 / 1082 / 0.2526
multi-input cells: 392 / 2575 / 0.6009
clock inverters: 3 / 26.28 / 0.006131
clock buffers: 5 / 125.1 / 0.02920
repair buffers: 24 / 220.2 / 0.05139
well taps: 172 / 215.2 / 0.05022
inverters: 11 / 41.29 / 0.009635
## kinds of logic (layout without fill, tap and decap cells)
group	after synthesis	after routing	share of synthesized area
flip-flops	54	54	0.2722
AND-OR/OR-AND	153	153	0.2650
adder cells (fa/ha/maj)	12	12	0.03781
multiplexers	19	19	0.07876
buffers and inverters	63	43	0.07940
AND/OR/NAND/NOR	190	190	0.2272
XOR/XNOR	18	18	0.03970
## worst max-delay path by stage
stage,from,cells after the start,endpoint
after CTS,lu_phase[26],7,lut_1.amp_out[7]
after global routing,lu_phase[26],7,lut_1.amp_out[7]
final,lu_phase[26],7,lut_1.amp_out[7]
Power figures rest on the tool's default switching activity, not on a simulated workload.
